==> ./design.v <==
module lab3part2(SW,HEX0,HEX1, LEDR);
	input [9:0]SW;
	output [6:0]HEX0;
	output [6:0]HEX1;
	output [9:0]LEDR;
	wire z;
	wire [3:0]A;
	wire [3:0]d1;
	wire [3:0]d0;
	wire [3:0]v;
	assign v[0] = SW[0];
	assign v[1] = SW[1];
	assign v[2] = SW[2];
	assign v[3] = SW[3];
	assign z = (v[3] & v[1]) | (v[3] & v[2]);
	assign A[0] = v[0];
	assign A[1] = ~v[1];
	assign A[2] = (v[2] & v[1]);
	assign A[3] = 1'b0;
	assign LEDR[0] = A[0];
	assign LEDR[1] = A[1];
	assign LEDR[2] = A[2];
	assign LEDR[3] = A[3];
	max2to1_4bit f1(v, A, z, d0);
	assign d1[0] = z;
	hex_disp f2(d1, HEX1);
	hex_disp f3(d0, HEX0);
endmodule
module max2to1_4bit(V,A,z,d);
		input [3:0]V;
		input [3:0]A;
		input z;
		output [3:0]d;
		assign d[0] = (~z & V[0]) | (z & A[0]);
		assign d[1] = (~z & V[1]) | (z & A[1]);
		assign d[2] = (~z & V[2]) | (z & A[2]);
		assign d[3] = (~z & V[3]) | (z & A[3]);
endmodule 
module hex_disp(A, HEX);
	input [3:0]A;
	output [6:0]HEX;
	wire x0,x1,x2,x3;
	assign x0 = A[0];
	assign x1 = A[1];
	assign x2 = A[2];
	assign x3 = A[3];	
	assign HEX[0] = (x2 & ~x1 & ~x0) | (~x3 & ~x2 & ~x1 & x0) ;
	assign HEX[1] = (x2 & ~x1 & x0) | (x2 & x1 & ~x0);
	assign HEX[2] = (~x2 & x1 & ~x0);
	assign HEX[3] = (~x3 & ~x2 & ~x1 & x0) | (x2 & ~x1 & ~x0) | (x2 & x1 & x0);
	assign HEX[4] = (x0) | (x2 & ~x1);
	assign HEX[5] = (~x2 & x1) | (~x3 & ~x2 & x0)| (x1 & x0);
	assign HEX[6] = (~x3 & ~x2 & ~x1) | ( x2 & x1 & x0);
endmodule 
==> ./run.sh <==
#!/bin/bash
# OpenROAD 26Q1-2900-gdf79404cd8, Yosys 0.63+post, stock flow scripts
make -C /OpenROAD-flow-scripts/flow DESIGN_CONFIG=/design/flow/config.mk WORK_HOME=/design/flow/orfs finish
==> ./config.mk <==
export PLATFORM = sky130hd
export DESIGN_NAME = lab3part2
export DESIGN_NICKNAME = lab3part2
export VERILOG_FILES = /design/flow/design.v
export SDC_FILE = /design/flow/constraint.sdc
export NUM_CORES = 4
export LEC_CHECK = 1
export CORE_AREA = 10 10 70 70
export DIE_AREA = 0 0 80 80
==> ./constraint.sdc <==
current_design lab3part2

set clk_period 1.3
set clk_io_pct 0.2

create_clock -name clk0 -period $clk_period

set non_clock_inputs [all_inputs -no_clocks]
set_input_delay [expr $clk_period * $clk_io_pct] -clock clk0 $non_clock_inputs
set_output_delay [expr $clk_period * $clk_io_pct] -clock clk0 [all_outputs]
==> job_summary.md <==
### Metrics collected by this job

| Metric | Value |
|---|---|
| Worst Path Arrival | 1.00 ns |
| Die Area | 6400 um^2 |
| Synth cell types | 16 |
| Die Width | 80 um |
| Place WS | -0.8081 ns |
| Pwr per Cell Area | 265.5 nW/um^2 |
| Ys Warns | 9 |
| Post-Synth Adder-Cell Area | 0 |
| Total power | 0.1193 mW |
| GRT busiest layer | met2 |
| Slew Viols, Final | 0 |
| CP Capture Type | output port |
| Post-synthesis mux area share | 0 |
| CP Launch Type | input port |
| Placer Congestion | 0.7157 |
| Final setup fails | 0 |
| DRC | 0 |
| Hold_buf cts | 0 |
| Area Overhead vs Synth | 71.77% |
| Fmax | 793.6 MHz |
| Global-route wire length before repair | 1221 um |
| Gr ovfl total | 0 |
| CP required | 1.04 ns |
| Leak pwr | 0.2217 nW |
| Filler cell count | 401 |
| Core area | 3416 um^2 |
| Largest net degree at the start of global routing | 7 |
| Setup TNS | 0 ns |
| Final hold vios | 0 |
| Post-DP HPWL | 720.8 um |
| Max FO, Critical Path | 4 |
| Worst Hold Class | input port to output port |
| Kind of critical path | input port to output port |
| M2 GR Usage | 0.03531 |
| CP Buf/Inv Count | 3 |
| Iteration-0 DRC Markers | 4 |
| Fin util | 0.1315 |
| Pre-Repair DR Iteration Count | 4 |
| Number of clock-tree buffers in the layout | 0 |
| Reg area | 0 um^2 |
| Antenna violations before repair | 0 |
| Post-Synth AOI/OAI Area | 0.1962 |
| Chip area line of the yosys report | 261.5 um^2 |
| Worst stage delay on the critical path | 0.25 ns |
| Synth Instances | 40 |
| Number of antenna-violating nets in the routed design | 0 |
| Tool warning count | 39 |
| Share of cells above drive strength 1 | 0.4237 |
| Vias in the first global route | 264 |
| Simple Share, Synth | 0.1866 |
| Port-buffer cells | 14 |
| Main kind of combinational logic by area | buffers and inverters |
| Antenna diodes | 0 |
| Initial Util | 0.07656 |
| Cell Rows | 21 |
| Post-route clock period utilization | 0.9693 |
| Gr usage total | 0.02217 |
| Critical path's top delay family | buffers and inverters |
| Total of max-cap violations | 0 |
| Io pins | 34 |
| Worst setup slack after layout | 0.03991 ns |
| Post-synthesis cell area | 261.5 um^2 |
| DIE HEIGHT | 80 um |
| Via density per instance | 2.562 |
| Total wire length | 827 um |
| Syn avg cell area | 6.538 um^2 |
| Met3 Track Usage GR | 0.005682 |
| Post-layout minimum cycle time | 1.260 ns |
| Status | finished, final reports clean |
| Worst path cell trace | buf_8 -> and2b_4 -> buf_6 -> a21oi_2 -> o211ai_1 -> buf_2 |
| Routed len/inst | 7.876 um |
| Seq share, synth | 0 |
| Global routing usage on met1 | 0.03098 |
| Synth Area in XOR/XNOR | 0.1005 |
| Flop count | 0 |
| Via Count | 269 |
| # Cells Yosys | 40 |
| Worst vdd ir | 39.51 uV |
| RSZ-0062 raised after global routing | true |
| Slowest-stage cell, CP | and2b_4 |
## what timing repair did
item | 4_1_cts | 5_1_grt
gates resized | 47 | 2
pin swaps | 4 | 3
setup buffers | 2 | 1
setup endpoints to repair | 10 | 4
## per-layer routing
metal	wire, um	up-vias
met4	0	0
met3	103	0
met1	369	112
li1	-	137
met5	0	-
met2	354	20
## worst min-delay path: cells and delay by family
kind,cells,cell delay [ns]
and+or+nand+nor,1,0.07
buffers and inverters,2,0.22
AOI/OAI and AO/OA,1,0.06
## through the flow
step | hold WS [ns] | cell area, um^2 | cells
global placement | 1.552 | 429.2 | 102
global route | 0.8992 | 449.2 | 105
detailed placement | 1.539 | 429.2 | 102
finish | 0.8686 | 449.2 | 105
floorplan | 0.5449 | 306.5 | 52
CTS | 0.7969 | 442.9 | 104
## cell usage in the layout, fill, tap and decap left out, drive strengths merged, types with 2 or more instances in the layout
cell type    instances
inv                  2
nand2                3
xor2                 2
o21ai                2
nand3                2
dlygate4sd2          3
nor2                 3
conb                14
a21oi                2
buf                 17
## where the power goes
group / internal (mW) / leakage (nW) / switching, mW / total, mW
clock network: 0 / 0 / 0 / 0
registers: 0 / 0 / 0 / 0
logic: 0.0727 / 0.222 / 0.0466 / 0.119
## Yosys cell counts
library cell / number / area [um^2]
buf_4: 16 / 120.1
nand2_1: 3 / 11.26
nor2_1: 3 / 11.26
conb_1: 2 / 7.510
inv_1: 2 / 7.510
nand3_1: 2 / 10.01
o21ai_1: 2 / 10.01
xor2_1: 2 / 17.52
a211oi_2: 1 / 12.51
a21oi_1: 1 / 5.000
a21oi_2: 1 / 8.760
and2b_4: 1 / 10.01
nand2b_1: 1 / 6.260
o211ai_1: 1 / 7.510
o21bai_1: 1 / 7.510
xnor2_1: 1 / 8.760
## cells by family (layout without fill, tap and decap cells)
logic type | Yosys count | after routing
XOR/XNOR | 3 | 3
AND/OR/NAND/NOR | 10 | 10
buffers and inverters | 18 | 25
AND-OR/OR-AND | 7 | 7
other | 2 | 14
## worst paths after layout
kind	end	depth (start not counted)	from	slack (ns)
hold / removal	HEX0[1]	4	SW[1]	0.87
setup / recovery	HEX0[5]	6	SW[3]	0.04
## layout make-up
class	count	area, um^2	share of cell area
multi-input combinational	34	195.2	0.4345
timing repair buffer	23	188.9	0.4206
tap	46	57.56	0.1281
inverter	2	7.507	0.01671
Power and IR drop assume default switching activity.
