==> design.v <==
module lab3(SW, HEX0, HEX1);
	input [9:0]SW;
	output [0:9]HEX0;
	output [0:9]HEX1;
	wire x0,x1,x2,x3;
	wire y0,y1,y2,y3;
	assign x0 = SW[0];
	assign x1 = SW[1];
	assign x2 = SW[2];
	assign x3 = SW[3];
	assign y0 = SW[4];
	assign y1 = SW[5];
	assign y2 = SW[6];
	assign y3 = SW[7];	
	assign HEX0[0] = (x2 & ~x1 & ~x0) | (~x3 & ~x2 & ~x1 & x0) ;
	assign HEX0[1] = (x2 & ~x1 & x0) | (x2 & x1 & ~x0);
	assign HEX0[2] = (~x2 & x1 & ~x0);
	assign HEX0[3] = (~x3 & ~x2 & ~x1 & x0) | (x2 & ~x1 & ~x0) | (x2 & x1 & x0);
	assign HEX0[4] = (x0) | (x2 & ~x1);
	assign HEX0[5] = (~x2 & x1) | (~x3 & ~x2 & x0)| (x1 & x0);
	assign HEX0[6] = (~x3 & ~x2 & ~x1) | ( x2 & x1 & x0);
	assign HEX1[0] = (y2 & ~y1 & ~y0) | (~y3 & ~y2 & ~y1 & y0) ;
	assign HEX1[1] = (y2 & ~y1 & y0) | (y2 & y1 & ~y0);
	assign HEX1[2] = (~y2 & y1 & ~y0);
	assign HEX1[3] = (~y3 & ~y2 & ~y1 & y0) | (y2 & ~y1 & ~y0) | (y2 & y1 & y0);
	assign HEX1[4] = (y0) | (y2 & ~y1);
	assign HEX1[5] = (~y2 & y1) | (~y3 & ~y2 & y0)| (y1 & y0);
	assign HEX1[6] = (~y3 & ~y2 & ~y1) | ( y2 & y1 & y0);
endmodule 
==> run.sh <==
#!/bin/bash
# OpenROAD 26Q1-2900-gdf79404cd8, Yosys 0.63+post, stock flow scripts
make -C /OpenROAD-flow-scripts/flow DESIGN_CONFIG=/design/flow/config.mk WORK_HOME=/design/flow/orfs finish
==> config.mk <==
export PLATFORM = sky130hd
export DESIGN_NAME = lab3
export DESIGN_NICKNAME = lab3
export VERILOG_FILES = /design/flow/design.v
export SDC_FILE = /design/flow/constraint.sdc
export NUM_CORES = 4
export LEC_CHECK = 1
export CORE_AREA = 10 10 70 70
export DIE_AREA = 0 0 80 80
==> constraint.sdc <==
current_design lab3

set clk_period 1.3
set clk_io_pct 0.2

create_clock -name clk0 -period $clk_period

set non_clock_inputs [all_inputs -no_clocks]
set_input_delay [expr $clk_period * $clk_io_pct] -clock clk0 $non_clock_inputs
set_output_delay [expr $clk_period * $clk_io_pct] -clock clk0 [all_outputs]
==> impl_metrics.toml <==
# implementation run metrics
[global_routing]
grt_antenna_before_repair = 0
grt_max_degree = 7
grt_pass1_wl_mm = 1.72
grt_overflow = 0
track_usage = 0.0305
grt_pass1_vias = 352

[synth]
top_area_frac = 0.215
syn_avg_cell_area_um2 = 6.97
area_leaders = "buf_4 22%, a21bo_1 8.2%, a21o_2 7.2%"
syn_area_um2 = 244
postSynthCellCount = 35
synth.distinct_cells = 16
yosys_cells = 35
yosys.area.top_type = "buf_4"
yosys_warnings = 6
yosys_area_um2 = 244
ys_seq_frac = 0

[power_and_ir_drop]
p_leak_nw = 0.309
powerDensity_nw_per_um2 = 266
max-vdd-ir-drop_uv = 79.0

[timing]
setup_viol = 3
fmaxAchievable_mhz = 718
rsz0062_at_grt = "true"
finalHoldViolCount = 0
fin_crit_sh = 1.07
post-route-worst-setup-slack_ns = -0.0934
fin_tns_setup_ns = -0.192
slew_violations = 0
finalCriticalPeriod_ns = 1.39

[finish]
flop_area_um2 = 0
post-route-util = 0.181
flop-count = 0
nClkBuffers = 0
fill_cells = 390
areaGrowthSynthToFinish_pct = 153
logic_area_um2 = 246
drive_gt1_frac = 0.667
lay_top_count = "buf_6"
layout_top_cells = "12 x buf_6, 10 x buf_2, 9 x buf_4"

[floorplan]
die_area_um2 = 6400
std_cell_rows = 21
die_w_um = 80
initCoreUtil = 0.0714
die_h_um = 80
io_pins = 30
core_area_um2 = 3420

[setup_path]
start_kind = "input pin"
cp_data_required_time_ns = 1.04
path_class = "input pin to primary output"
cp.arrival_ns = 1.13
critPathCaptureType = "primary output"
crit_path_max_fanout = 2

[drt]
antenna_left = 0
wl_per_cell_um = 9.56
drtIter0Drc = 15
post-route-drc-count = 0
dr.pass1.iters = 3
insertedDiodeCount = 0
wl_mm = 1.10
vias_per_cell = 3.05
num_vias = 351

[cts]
ctsHoldBuffers = 0

[placement]
place_congestion = 0.666
portBuffers = 22
hpwl_um = 850

[run]
timing.max_cap.violations = 0
warnings = 36

[status]
outcome = "finished, violations left"
violations = "negative setup slack"

[hold_path]
hold_path.class = "input pin to primary output"
[final cells by class]
| type | instances | area share |
|---|---|---|
| inverter | 2 | 0.0122 |
| tap | 46 | 0.0933 |
| timing repair buffer | 37 | 0.495 |
| multi-input combinational | 30 | 0.400 |
[per-stage QoR]
step	total power, W	setup WS [ns]	cell area, µm²	hold WS [ns]	cells
floorplan	0.0000508	0.117	263	0.533	40
finish	0.000164	-0.0934	617	0.829	115
global route	0.000182	-0.119	617	0.848	115
global placement	0.000148	-0.803	528	1.48	106
CTS	0.000161	-0.114	598	0.744	113
detailed placement	0.000148	-0.822	528	1.47	106
[Yosys cell counts, drive strengths merged]
cell type  count
inv            2
a21oi          2
a21o           2
and2           2
buf            8
xor2           2
or3b           4
o211ai         2
nand3          2
nor3           2
nand2b         2
a21bo          2
o31ai          2
conb           1
[metal layers]
layer / global-route usage / part of all wire / vias to the layer above
met3: 0.00795 / 0.061 / 0
met4: 0 / 0 / 0
li1: - / - / 180
met5: 0 / 0 / -
met1: 0.0389 / 0.42 / 163
met2: 0.0530 / 0.52 / 8
[logic make-up after synthesis]
kind of cell,synth area share
AOI/OAI and AO/OA,0.318
and+or+nand+nor,0.328
buffers and inverters,0.267
other,0.0154
xor gates and xnor gates,0.0718
[critical path: stages]
cell and delay (ns):
buf_6 0.09, or3b_4 0.40, buf_6 0.13, o211ai_1 0.14, buf_2 0.12
[where the power goes]
part,switching (W),total (W),internal [W]
clock network,0,0,0
registers,0,0,0
logic,0.0000581,0.000164,0.000106
[path summary, 6_finish.rpt]
| path | from | end | cells after the start |
|---|---|---|---|
| max | SW[7] | HEX1[3] | 5 |
| min | SW[3] | HEX0[6] | 4 |
[what timing repair did]
| item | CTS | global route |
|---|---|---|
| buffers inserted | 7 | 2 |
| pin swaps | 9 | 3 |
| resized | 88 | 1 |
| endpoints found under the setup margin | 14 | 6 |
Power figures rest on the tool's default switching activity, not on a simulated workload.
