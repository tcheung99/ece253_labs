$ cat flow/design.v
module LAB4PART2(SW,HEX0,HEX1);
	input[3:0]SW;
	output[6:0]HEX0;
	output[6:0]HEX1;
	wire [3:0]V; 
	wire [3:0]A; 
	wire [3:0]x; 
	wire z; 
	assign V=SW;
	assign z=~((V[3]&~V[2]&~V[1])|(~V[3]));	
	assign A[3] = ~ (z&V[3]);
	assign A[2] = z&V[2]&V[1];
	assign A[1] = z&V[2]&~V[1];
	assign A[0] = z&V[0];
	assign x[0]=(~z&V[0])|(z&A[0]);  
	assign x[1]=(~z&V[1])|(z&A[1]);
	assign x[2]=(~z&V[2])|(z&A[2]);
	assign x[3]=(~z&V[3])|(z&A[3]);
	assign HEX0[0] = (~z&((~x[3]&~x[2]&~x[1]&x[0])|(x[2]&~x[1]&~x[0]))) | (z&((x[2]&~x[0])|(~x[2]&~x[1]&x[0])));
	assign HEX0[1] = (~z&(x[2]&x[0]))|(z&(x[2]&x[0]));
	assign HEX0[2] = (~z&(~x[3]&~x[2]&x[1]&x[0]))|(z&(x[1]&~x[0]));
	assign HEX0[3] = (~z&(~x[3]&~x[2]&~x[1]&x[0]))|(z&((x[2]&~x[0])|(~x[2]&~x[1]&x[0])));
	assign HEX0[4] = (~z&((x[0])|(x[2]&~x[1])))|(z&(x[0]|x[2]));
	assign HEX0[5] = (~z&((~x[2]&x[1])|(x[1]&x[0]))|(~x[3]&~x[2]&x[0]))|(z&(x[1]|(~x[2]&x[0])));
 	assign HEX0[6] = (~z&((~x[3]&~x[2]&~x[1])|(x[2]&x[1]&x[0])))|(z&(~x[2]&~x[1]));
	assign HEX1[0] = z & V[3];
	assign HEX1[1] = 1'b0;
	assign HEX1[2] = 1'b0;
	assign HEX1[3] = z & V[3];
	assign HEX1[4] = z & V[3];
	assign HEX1[5] = z & V[3];
	assign HEX1[6] = 1'b1;
endmodule 
$ cat flow/run.sh
#!/bin/bash
# OpenROAD 26Q1-2900-gdf79404cd8, Yosys 0.63+post, stock flow scripts
make -C /OpenROAD-flow-scripts/flow DESIGN_CONFIG=/design/flow/config.mk WORK_HOME=/design/flow/orfs finish
$ cat flow/config.mk
export PLATFORM = sky130hd
export DESIGN_NAME = LAB4PART2
export DESIGN_NICKNAME = LAB4PART2
export VERILOG_FILES = /design/flow/design.v
export SDC_FILE = /design/flow/constraint.sdc
export NUM_CORES = 4
export LEC_CHECK = 1
export CORE_AREA = 10 10 70 70
export DIE_AREA = 0 0 80 80
$ cat flow/constraint.sdc
current_design LAB4PART2

set clk_period 1.7
set clk_io_pct 0.2

create_clock -name clk0 -period $clk_period

set non_clock_inputs [all_inputs -no_clocks]
set_input_delay [expr $clk_period * $clk_io_pct] -clock clk0 $non_clock_inputs
set_output_delay [expr $clk_period * $clk_io_pct] -clock clk0 [all_outputs]
==> job_summary.md <==
## Implementation flow summary

| Metric | Value |
|---|---|
| Seq/Total Area, Yosys | 0% |
| Crit path largest cell delay | 490 ps |
| WL met1 | 374 um |
| Num rows | 21 |
| Largest net degree at the start of global routing | 8 |
| Synth Area per Inst | 6.02 um^2 |
| Final setup viols | 0 |
| Core area | 3420 um^2 |
| Ao+oa area frac | 35.1% |
| Slowest stage cell, crit path | clkdlybuf4s50_1 |
| Iter 0 DRT Violations | 7 |
| CTS Hold Bufs | 0 |
| Tool warnings | 33 |
| Crit path DRT | 1360 ps |
| FMAX | 616 MHz |
| Chip area | 6400 um^2 |
| Inst Count DP | 91 |
| Yosys cell count | 32 |
| Final Max Tran Viols | 0 |
| 1st-pass router iterations | 2 |
| Setup repair bufs after CTS | 0 |
| Fin worst setup slack | 76.0 ps |
| Logic area | 150 um^2 |
| Final HPWL DP | 652 um |
| Final period utilization | 95.5% |
| Io pins | 18 |
| Share of cells above drive strength 1 | 35.6% |
| Dominant logic cell types in the final layout | 6 x buf_4, 6 x clkdlybuf4s50_1, 3 x conb_1, 3 x dlygate4sd2_1 |
| Total Wirelength | 773 um |
| Dominant combinational family | AND-OR/OR-AND gates |
| N_diodes | 0 |
| Routed length on met2 | 317 um |
| Starting density of the core | 5.64% |
| Die y size | 80 um |
| GP Congestion | 0.735 |
| Worst-path maximum fanout | 7 |
| Via/cell ratio | 2.56 |
| Critical path arrival | 1280 ps |
| Simple-Gate Area Share | 16.9% |
| Post-synth mux share | 0% |
| Mapped cell area | 193 um^2 |
| Initial antenna violation count | 0 |
| Final ANT Viol Nets | 0 |
| Crit end category | output pin |
| Largest delay share family, worst path | buffers and inverters |
| Final Hold Viols | 0 |
| Synthesis-to-finish area growth | 110% |
| First-pass GRT wire length | 1170 um |
| Post-Place Setup Slack | -538 ps |
| Yosys cell types | 18 |
| Grt ovf | 0 |
| Total Power | 0.0895 mW |
| Crit path cell chain | buf_4, xor2_2, o21bai_1, clkdlybuf4s50_1 |
| Total of max-cap violations | 0 |
| Register Area | 0 um^2 |
| Share of the core filled with cells | 11.8% |
| Number of buffers added on ports | 15 |
| Critical path class | in -> out |
| XOR Share, Synth | 9.09% |
| RSZ-0062 raised after global routing | no |
| Registers | 0 |
| Ys Warns | 0 |
| DIE WIDTH | 80 um |
| Outcome | completed |
| Crit path buf inv count | 2 |
| Worst hold path type | in -> out |
| Maximum vdd drop | 0.0000341 V |
| Adder Share, Synth | 0% |
| Finished Layout Cells | 91 |
| Mapped Cells | 32 |
| Gr usage total | 2.22% |
| Static leakage | 0.199 nW |
| Minimum clock period | 1620 ps |
| Fill cell count | 410 |
| Vias in the first global route | 239 |
| Met3 wire len | 81 um |
| Vias | 233 |
| Startpoint Class | primary input |
| Layout clock buffer count | 0 |
| Power density cells | 222 nW/um^2 |
| DRC viols | 0 |
| Uppermost routed layer | met3 |
| Synthesis area per yosys | 193 um^2 |
| Avg WL per Cell | 8.49 um |
-- cells in the mapped netlist (all sizes together) --
cell / count / area [um^2]
o2bb2ai: 1 / 8.76
or2: 1 / 6.26
o22ai: 1 / 6.26
a21oi: 1 / 5.00
nand2: 3 / 11.3
buf: 9 / 60.1
xor2: 1 / 8.76
nor2: 4 / 15.0
xnor2: 1 / 8.76
o21ai: 1 / 5.00
a22o: 1 / 8.76
conb: 2 / 7.51
o21a: 1 / 7.51
a21o: 1 / 7.51
o21bai: 2 / 18.8
inv: 2 / 7.51
-- kinds of logic (layout without fill, tap and decap cells) --
kind of cell / after synthesis / count (layout)
xor gates and xnor gates: 2 / 2
and+or+nand+nor: 8 / 8
other: 2 / 3
buffers and inverters: 11 / 23
AOI/OAI and AO/OA: 9 / 9
-- repair_timing --
| item | CTS | global route |
|---|---|---|
| resized | 26 | 6 |
| endpoints found under the setup margin | 11 | 2 |
| pin swaps | 4 | 3 |
| endpoints found under the hold margin | 0 | 0 |
-- power breakdown --
group	switching (mW)	internal, mW
Combinational	0.0327	0.0569
Clock	0	0
Sequential	0	0
-- path summary, 6_finish.rpt --
kind,start,endpoint,slack [ps],cells past startpoint
worst min-delay path,SW[1],HEX0[5],1130,5
worst max-delay path,SW[3],HEX0[4],80,4
-- layer usage --
| metal | GRT usage (%) | vias up |
|---|---|---|
| li1 | - | 118 |
| met1 | 2.71 | 102 |
| met2 | 3.77 | 13 |
| met3 | 0.909 | 0 |
| met4 | 0 | 0 |
| met5 | 0 | - |
-- metrics by stage --
stage	hold slack [ps]	TNS [ps]	cell area, um^2
global placement	1730	-4770	389
global route	1180	0	404
floorplan	703	0	196
finish	1130	0	404
CTS	1210	-68.7	383
detailed placement	1750	-4920	389
-- cell type report --
type	count	area share (%)
timing repair buffer	21	46.7
multi-input combinational	22	37.2
tap	46	14.2
inverter	2	1.86
Power is estimated from default activity; no workload was simulated.
